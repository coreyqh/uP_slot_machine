### /design/flow/config.mk
export PLATFORM = sky130hd
export DESIGN_NAME = vga_controller
export DESIGN_NICKNAME = vga_controller
export VERILOG_FILES = /design/flow/design.v
export SDC_FILE = /design/flow/constraint.sdc
export NUM_CORES = 4
export LEC_CHECK = 1
export CORE_AREA = 10 10 85 85
export DIE_AREA = 0 0 95 95
### /design/flow/constraint.sdc
current_design vga_controller

set clk_period 3.4
set clk_io_pct 0.2

create_clock -name clk0 -period $clk_period [get_ports {clk}]

set non_clock_inputs [all_inputs -no_clocks]
set_input_delay [expr $clk_period * $clk_io_pct] -clock clk0 $non_clock_inputs
set_output_delay [expr $clk_period * $clk_io_pct] -clock clk0 [all_outputs]
### /design/flow/design.v
module vga_controller (input  logic clk, 
                       input  logic reset_n, 
                       output logic hsync, 
                       output logic vsync, 
                       output logic [10:0] hcount,   
                       output logic [9:0]  vcount,    
                       output logic active_video);
    localparam H_DISPLAY    = 640;   
    localparam H_FRONT      = 16;    
    localparam H_SYNC       = 96;    
    localparam H_BACK       = 48;    
    localparam H_TOTAL      = 800;   
    localparam V_DISPLAY    = 480;   
    localparam V_FRONT      = 10;    
    localparam V_SYNC       = 2;     
    localparam V_BACK       = 33;    
    localparam V_TOTAL      = 525;   
    localparam H_SYNC_START = H_DISPLAY + H_FRONT;            
    localparam H_SYNC_END   = H_DISPLAY + H_FRONT + H_SYNC;   
    localparam V_SYNC_START = V_DISPLAY + V_FRONT;            
    localparam V_SYNC_END   = V_DISPLAY + V_FRONT + V_SYNC;   
    always_ff @(posedge clk, negedge reset_n) begin
        if (!reset_n) begin
            hcount <= 0;
            vcount <= 0;
        end else begin
            if (hcount == H_TOTAL - 1) begin
                hcount <= 0;
                if (vcount == V_TOTAL - 1) begin  
                    vcount <= 0;
                end else begin
                    vcount <= vcount + 1;
                end
            end else begin
                hcount <= hcount + 1;
            end
        end
    end
    assign hsync = ~(hcount >= H_SYNC_START && hcount < H_SYNC_END);  
    assign vsync = ~(vcount >= V_SYNC_START && vcount < V_SYNC_END);  
    assign active_video = ((hcount >= 0 && hcount < H_DISPLAY) && (vcount >= 0 && vcount < V_DISPLAY));
endmodule
### /design/flow/run.sh
#!/bin/bash
# OpenROAD 26Q1-2900-gdf79404cd8, Yosys 0.63+post, stock flow scripts
make -C /OpenROAD-flow-scripts/flow DESIGN_CONFIG=/design/flow/config.mk WORK_HOME=/design/flow/orfs finish
==> notes.md <==
Main metrics from the flow reports.

For the finished layout, the period the worst path requires is about 2400 ps. In the setup report, the worst path falls into the class flop to output pin. The number of distinct library cell variants in the gate-level netlist after synthesis is 34. The first TritonRoute pass finished after 4 iterations. The first-pass GRT wire length is between 4 and 5 mm. After clock tree synthesis, the flow added hold-fix buffers numbering 0.

The number of warnings in the stage logs came out at 29. Between the synthesized netlist and the finished layout, the area growth was recorded as 33.9%. The share of the core area taken by cells at floorplan is 0.207.

Of the total power, the share spent switching nets is 0.212. The post-synth design cell area came out at 1130 um2. TritonCTS built the clock tree. The sum of net half-perimeters after detailed placement is just over 2 mm. The data arrival time of the critical path came out at roughly 1700 ps.

The clock passes through at most 2 buffers. The initial antenna violation count came out at 0. The layout filler cell count is between 500 and 600. The yosys-reported design area after synthesis came out at 1130 um2.

The antenna violation net count after detailed routing came out at 0. The global routing report lists combined usage of all routing layers as 0.0602. The number of cells upsized or downsized after cts is 0. On the final layout, the worst clock skew is 2.36 ps. The post-layout instance area is between 1500 and 2000 um2. The cell internal power dissipation came out at between 0.0003 and 0.0004 W. Of the total synthesized cell area, the portion taken by full adders, half adders and majority gates is 0.0552. The overall die size recorded for this design is 9030 um2. The count of H-tree levels built during CTS came out at 1.

Yosys reports the multiplexer fraction of the synthesized area as 0.00994. The largest area contributor in the netlist is sky130_fd_sc_hd__dfrtp_1. The count of state elements after synthesis is 21. The power density normalized to cell area came out at roughly 280 nW/um2. The number of enable-type register cells in the synthesized netlist is 0. By area the synthesized netlist is led by sky130_fd_sc_hd__dfrtp_1 (46%), sky130_fd_sc_hd__ha_1 (5.5%), sky130_fd_sc_hd__xnor2_1 (3.9%), sky130_fd_sc_hd__xor2_1 (3.9%), sky130_fd_sc_hd__o21ai_0 (3.5%). The power share of the clock group is 0.397. The largest fanout on the critical path is 7. Including well taps, the total number of placed cells is 209.

For reference, the final report shows the max-slew violation count at 0. For the worst-skew pair, the clock arrives at the later sink with an insertion delay of around 260 ps. The vertical die size came out at around 95 um. The cell count after synthesis is around 110.

Of the total power, combinational logic draws 0.016. The number of cells in the finished layout apart from fillers is 213. The flow ran to the end, and the final reports show no timing, DRC or antenna violations. The share of the cycle needed by the critical path after routing is 0.706.

The power consumption is roughly 0.00042 W. The via count of the first global-routing pass is ~870. Of the post-synthesis cell area, the dominant cell type holds 0.464.

The xor and xnor area share after synthesis is 0.0773. The Yosys warning count is 1. The max-capacitance violation count came out at 0. The synthesis run identifies the leading combinational cell family as simple AND/OR/NAND/NOR gates. The leftover overflow at the end of global routing is 0.

sky130_fd_sc_hd__dfrtp_1 is the most common cell in the netlist. For reference, the post-synthesis area per instance comes to 10.1 um2. The routed length per instance is roughly 13 um. The share of cells above drive strength 1 came out at 0.0851.

The critical path required time came out at ~2700 ps. The count of inserted antenna diode cells came out at 0. The switching power is between 0.00009 and 0.0001 W. Wires add up to 2.80 mm. For reference, the final report shows the hold violation count at 0. The pin slew with the least headroom to its limit is between 500 and 600 ps. The I/O pin count came out at 26. The tightest slew margin relative to the limit is 0.659. STA classifies the critical path startpoint as a flop.

The largest net degree at the start of global routing is 22. The fraction of registers with async set/reset is 1.00. The fmax came out at 417 MHz.

Per Yosys stat, the portion of area used by sequential elements is 0.464. The sequential cell fraction of total power came out at 0.587. Yosys reports that the most numerous cell types are sky130_fd_sc_hd__dfrtp_1 (21), sky130_fd_sc_hd__nand2_1 (8), sky130_fd_sc_hd__o21ai_0 (8). The clock-pin transition on the worst setup and hold timing paths is around 80 ps. The final weighted congestion recorded by global placement is between 0.8 and 0.9. The die width came out at around 95 um. For this design, the sink count on the clock tree is 21.

The final layout reports a setup TNS of 0 ps. Per the repair_timing log after CTS, setup buffers inserted total 0. The maximum ir drop on the vdd rail is 0.000137 V. Per the log, the first TritonRoute iteration ended with a DRC count of 97. The number of cell instances after yosys synthesis is about 110. The post-synthesis simple-gate area fraction came out at 0.264. The remaining routing DRC violations came out at 0. The utilization after layout came out at 0.277. The cell-mix breakdown from Yosys lists the compound-gate area share as 0.102.

CTS placed an instance of sky130_fd_sc_hd__clkbuf_8 at the clock tree root. The number of rows created at floorplan came out at 27. Setup repair after global routing left no endpoint under its margin.

The worst setup path is captured at an output pin. For this design the static power due to leakage is about 0.63 nW. The area of placed instances came out at roughly 1500 um2.

The placeable core area came out at 5470 um2. Per the TritonCTS log, the buffer count is 3. The count of buffers added on input and output ports is 25. Per the detail_route report, vias per standard cell equal 4.39. In this run the worst hold path is classified as flop to flop.

Across all layers, the routed design uses around 940 vias. Among all flip-flop cells after synthesis, the most frequent one is sky130_fd_sc_hd__dfrtp_1. The number of endpoints failing setup at the final stage came out at 0.
-- power by group through the flow --
| stage | clock network (W) | logic, W | registers, W |
|---|---|---|---|
| after CTS | 0.000173 | 0.00000747 | 0.000249 |
| after global routing | 0.000186 | 0.00000829 | 0.000250 |
| final | 0.000169 | 0.00000683 | 0.000249 |
-- sequential cells by signal, summed over array words and instances, names as in the netlist --
| name | count |
|---|---|
| vcount | 10 |
| hcount | 11 |
-- layout make-up --
cell class / count / area (um2) / area share
inverters: 4 / 15.0 / 0.00990
clock buffers: 4 / 45.0 / 0.0297
well taps: 72 / 90.1 / 0.0594
flip-flops and latches: 21 / 526 / 0.347
repair buffers: 27 / 265 / 0.175
multi-input cells: 85 / 576 / 0.380
-- stage by stage --
step	setup WS, ps	hold WS [ps]
2_1_floorplan	1570	384
3_3_place_gp	1230	516
3_5_place_dp	1240	514
4_1_cts	945	527
5_1_grt	875	559
6_report	1000	520
-- final timing paths --
check | cells past startpoint | end | start | slack [ps]
worst max-delay path | 4 | active_video | hcount[7] | 1000
worst min-delay path | 1 | vcount[8] | vcount[8] | 520
worst max register to register | 4 | vcount[0] | hcount[0] | 1440
worst min register to register | 1 | vcount[8] | vcount[8] | 520
max in group asynchronous | 2 | hcount[9] | reset_n | 2420
min in group asynchronous | 2 | hcount[2] | reset_n | 760
-- per-layer routing --
metal | share of wire | global-route usage | vias up
li1 | - | - | 466
met1 | 0.46 | 0.0778 | 452
met2 | 0.47 | 0.102 | 13
met3 | 0.043 | 0.0128 | 5
met4 | 0.023 | 0.0125 | 0
met5 | 0 | 0 | -
-- critical path, stage by stage (launching register included) --
cell	delay (ps)
sky130_fd_sc_hd__dfrtp_1	460
sky130_fd_sc_hd__o21ai_0	250
sky130_fd_sc_hd__nand2_1	90
sky130_fd_sc_hd__nor3_1	150
sky130_fd_sc_hd__clkdlybuf4s50_1	510
-- cell usage in the layout, fill, tap and decap left out, drive strengths merged, types with 2 or more instances in the layout --
| cell | count |
|---|---|
| and2 | 2 |
| o21ai | 11 |
| nor3 | 5 |
| clkdlybuf4s50 | 25 |
| ha | 5 |
| clkbuf | 4 |
| buf | 2 |
| nand2 | 8 |
| inv | 4 |
| dfrtp | 21 |
| and3 | 5 |
| or3 | 2 |
| xnor2 | 5 |
| a31oi | 3 |
| nand4 | 5 |
| nor4 | 3 |
| xor2 | 5 |
| nand2b | 2 |
| nand3 | 7 |
| nor2 | 6 |
-- logic make-up after synthesis --
kind of cell	after synthesis
buffers and inverters	6
muxes	1
and+or+nand+nor	50
adders and majority gates	5
AOI/OAI and AO/OA	19
DFF	21
xor gates and xnor gates	10
Power is estimated from default activity; no workload was simulated.
